[/design/flow/run.sh]
#!/bin/bash
# OpenROAD 26Q1-2900-gdf79404cd8, Yosys 0.63+post, stock flow scripts
make -C /OpenROAD-flow-scripts/flow DESIGN_CONFIG=/design/flow/config.mk WORK_HOME=/design/flow/orfs finish
[/design/flow/config.mk]
export PLATFORM = sky130hd
export DESIGN_NAME = reg_file
export DESIGN_NICKNAME = reg_file
export VERILOG_FILES = /design/flow/design.v
export SDC_FILE = /design/flow/constraint.sdc
export NUM_CORES = 4
export LEC_CHECK = 1
export CORE_UTILIZATION = 40
[/design/flow/constraint.sdc]
current_design reg_file

set clk_period 2.2
set clk_io_pct 0.2

create_clock -name clk0 -period $clk_period [get_ports {clk_i}]

set non_clock_inputs [all_inputs -no_clocks]
set_input_delay [expr $clk_period * $clk_io_pct] -clock clk0 $non_clock_inputs
set_output_delay [expr $clk_period * $clk_io_pct] -clock clk0 [all_outputs]
[/design/flow/design.v]
module reg_file #(
    parameter int WordLength = 8,
    parameter int AddrBits   = 3
) (
    input  logic                  clk_i,
    input  logic                  wr_en_i,
    input  logic [  AddrBits-1:0] w_addr_i,
    input  logic [  AddrBits-1:0] r_addr_i,
    input  logic [WordLength-1:0] w_data_i,
    output logic [WordLength-1:0] r_data_o
);
  logic [WordLength-1:0] reg_array [0:2**AddrBits-1];
  always_ff @(posedge clk_i) begin
    if (wr_en_i) begin
      reg_array[w_addr_i] <= w_data_i;
    end
  end
  assign r_data_o = reg_array[r_addr_i];
endmodule : reg_file
==> flow_summary.ini <==
; physical design summary
[run_status]
outcome = complete, no violations

[layout]
fin_util_pct = 52.9
largest-register = reg_array
area.combinational_um2 = 539
largest_register_ffs = 64
stdcell_count = 234
flop_area_um2 = 1920
drive_above_1_share_pct = 34.6
final_common_cell = edfxtp_1
nFillCells = 483
syn_to_final_growth_pct = 25.9
largest_registers = reg_array: 64 flops
lay_top_cells = edfxtp_1, mux4_2, clkdlybuf4s50_1

[clock_network]
cts_max_level = 3
ctsHoldBuffers = 0
clock_sinks = 64
ctsLongestPathBuffers = 2
cts-root-buf = clkbuf_8
cts_buffers = 9
path_clk_slew_ps = 60
cts_tree = done

[route]
routed_wl_um = 4540
drtIter0Drc = 92
drtAntennaViolNets = 0
first_pass_iters = 4
antenna_cells = 0
dr_total_vias = 1201
wl_per_cell_um = 19.4
drcViolationCount = 0
avgViaCountPerCell = 5.13

[global_routing]
antenna_found_initial = 0
grt_max_degree = 10
grt_use_total_pct = 17.3
grtUsageMet2_pct = 24.8
grt.met1_usage_pct = 24.5
grt_pass1_vias = 1337
grt_pass1_wl_um = 7060
grt-busiest-layer = met2
use_met3_pct = 11.5
grt.overflow.total = 0

[die]
die_w_um = 81.6
die_h_um = 81.6
core_um2 = 6030
fp-utilization_pct = 42.0
ios = 24
die_area_um2 = 6650
core.rowCount = 28

[final_timing]
finalSetupViolCount = 0
maxSlewHeadroom_pct = 82.8
report.final.hold_viol_count = 0
report.final.slew_viol_count = 0
clock.fmax_mhz = 462
period_used_pct = 98.4
period_needed_ps = 2170
worstMarginPinSlew_ps = 258

[setup_path]
start_kind = primary input
cpMostUsedCell = buf_12
crit_path_max_incr_delay_ps = 480
cp_max_fo = 5
cpMaxStageDelayCell = mux4_2
cp.required_ps = 1760
path_cells = buf_12, buf_12, buf_6, mux4_2, mux2_4, dlygate4sd2_1
worstSetupEndpointType = output port
critPathKind = primary input to output port
crit_arrival_ps = 1730

[synthesis]
ys_cells = 106
avgSynthCellArea_um2 = 23.9
area_leaders = edfxtp_1, mux4_1, mux2_2, mux4_2, nor2_1
synth.top_cell.area_share_pct = 75.9
ys_chip_area_um2 = 2530
yosysUniqueCellTypes = 13
synth_area_um2 = 2530
ys_ff = 64
yosysWarningCount = 1
syn-instance-count = 106
yosysSeqAreaShare_pct = 75.9
largest_area_cell = edfxtp_1

[min_path]
min_path_cells = 1
hold_path.class = primary input to register

[power]
p_leak_nw = 1.09
ir_drop_v = 0.000497
powerDensity_nw_per_um2 = 744

[placed_design]
gp_congestion = 0.718
dp_hpwl_um = 2460
portBuffers = 23
place_inst = 210

[flow_run]
warning_count = 26
cap_violations = 0
## metrics by stage
stage | TNS (ps) | total power, mW | hold slack, ps | cell area [µm²] | setup slack (ps)
after floorplan | 0 | 1.49 | 539 | 2530 | 310
after global placement | -4760 | 1.59 | 1140 | 2930 | -606
after detailed placement | -4880 | 1.60 | 1180 | 2930 | -626
after CTS | -68.3 | 2.38 | 833 | 3150 | -34.2
after global routing | -0.694 | 2.47 | 845 | 3190 | -0.694
final | 0 | 2.37 | 852 | 3190 | 34.4
## synth_stat cells
master	number
nand2_1	2
buf_12	1
mux4_2	1
nand2b_1	3
buf_6	1
nor2_1	6
buf_2	1
nor3_1	2
mux2_2	8
clkbuf_1	1
mux4_1	15
buf_1	1
edfxtp_1	64
## worst paths after layout
kind	start	endpoint	slack, ps
max	r_addr_i[0]	r_data_o[4]	30
min	w_data_i[5]	reg_array[2][5]	850
## timing repair
action,CTS,global route
setup endpoints to repair,8,4
cloned,2,0
buffers inserted,6,2
resized,50,7
## logic make-up (layout without fill, tap and decap cells)
| group | after synthesis | in the layout | synth area share [%] |
|---|---|---|---|
| buffers and inverters | 5 | 58 | 1.73 |
| DFF | 64 | 64 | 75.9 |
| muxes | 24 | 24 | 20.0 |
| and+or+nand+nor | 13 | 13 | 2.32 |
## critical path: cells and delay by family
family	cells	cell delay, ps
buf+inv	4	530
mux	2	750
## metal layers
layer | share of wire, % | wire length, µm
met2 | 50 | 2260
met4 | 1.3 | 61
met1 | 36 | 1630
met5 | 0 | 0
met3 | 13 | 589
## area by class of cell
type	instances	area share, %
clock buffers	13	4.36
clock inverters	2	0.236
multi-input cells	37	16.9
flip-flops and latches	64	60.3
well taps	75	2.95
repair buffers	43	15.2
## report_power, final
group | switching [mW] | total [mW] | leakage, nW | internal, mW
clock | 0.362 | 0.758 | 0.0726 | 0.396
combinational | 0.0790 | 0.218 | 0.434 | 0.139
sequential | 0.00968 | 1.39 | 0.581 | 1.38
Power figures rest on the tool's default switching activity, not on a simulated workload.
